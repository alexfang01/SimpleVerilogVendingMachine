`flow/config.mk`:
```
export PLATFORM = sky130hd
export DESIGN_NAME = v_machine
export DESIGN_NICKNAME = v_machine
export VERILOG_FILES = /design/flow/design.v
export SDC_FILE = /design/flow/constraint.sdc
export NUM_CORES = 4
export LEC_CHECK = 1
export CORE_AREA = 10 10 74 74
export DIE_AREA = 0 0 84 84
```
`flow/constraint.sdc`:
```
current_design v_machine

set clk_period 1.7
set clk_io_pct 0.2

create_clock -name clk0 -period $clk_period [get_ports {clk}]

set non_clock_inputs [all_inputs -no_clocks]
set_input_delay [expr $clk_period * $clk_io_pct] -clock clk0 $non_clock_inputs
set_output_delay [expr $clk_period * $clk_io_pct] -clock clk0 [all_outputs]
```
`flow/design.v`:
```
module v_machine(act, clk, reset, next, cd);
input [2:0] act;  
input clk, reset;
output reg [2:0] next;  
reg [2:0] state;
reg [2:0] next_state; 
output reg [4:0] cd;  
parameter [2:0] s0=3'b000;
parameter [2:0] s1=3'b001;
parameter [2:0] s2=3'b010;
parameter [2:0] s3=3'b011;
parameter [2:0] s4=3'b100;
parameter [2:0] s5=3'b101;
parameter [2:0] s6=3'b110;
parameter [2:0] s7=3'b111;
always@(reset)
	begin
		if(reset)
			state = s0;
		else
			state = next_state;
	end
always@(posedge clk)
	begin
	case(state)
	s0:
	begin
		if(act == 3'b000)
		begin
			next_state = s0;
			cd <= 00000;
			next <= next_state;
		end
		else if(act == 3'b001)
		begin
			next_state = s1;
			cd <= 00000;
			next <= next_state;
		end
		else if(act == 3'b010)
		begin
			next_state = s2;
			cd <= 00000;
			next <= next_state;
		end
		else if(act == 3'b011)
		begin
			next_state = s0;
			cd <= 00000;
			next <= next_state;
		end
		else if(act == 3'b100)
		begin
			next_state = s0;
			cd <= 00000;
			next <= next_state;
		end
		else if(act == 3'b101)
		begin
			next_state = s0;
			cd <= 00000;
			next <= next_state;
		end
		else if(act == 3'b110)
		begin
			next_state = s0;
			cd <= 00000;
			next <= next_state;
		end
		else if(act == 3'b111)
		begin
			next_state = s0;
			cd <= 00000;
			next <= next_state;
		end
	end
	s1:
	begin
		if(act == 3'b000)
		begin
			next_state = s1;
			cd <= 00000;
			next <= next_state;
		end
		else if(act == 3'b001)
		begin
			next_state = s2;
			cd <= 00000;
			next <= next_state;
		end
		else if(act == 3'b010)
		begin
			next_state = s3;
			cd <= 00000;
			next <= next_state;
		end
		else if(act == 3'b011)
		begin
			next_state = s0;
			cd <= 00100;
			next <= next_state;
		end
		else if(act == 3'b100)
		begin
			next_state = s1;
			cd <= 00000;
			next <= next_state;
		end
		else if(act == 3'b101)
		begin
			next_state = s1;
			cd <= 00000;
			next <= next_state;
		end
		else if(act == 3'b110)
		begin
			next_state = s1;
			cd <= 00000;
			next <= next_state;
		end
		else if(act == 3'b111)
		begin
			next_state = s1;
			cd <= 00000;
			next <= next_state;
		end
	end
	s2:
	begin
		if(act == 3'b000)
		begin
			next_state = s2;
			cd <= 00000;
			next <= next_state;
		end
		else if(act == 3'b001)
		begin
			next_state = s3;
			cd <= 00000;
			next <= next_state;
		end
		else if(act == 3'b010)
		begin
			next_state = s4;
			cd <= 00000;
			next <= next_state;
		end
		else if(act == 3'b011)
		begin
			next_state = s0;
			cd <= 01000;
			next <= next_state;
		end
		else if(act == 3'b100)
		begin
			next_state = s2;
			cd <= 00000;
			next <= next_state;
		end
		else if(act == 3'b101)
		begin
			next_state = s0;
			cd <= 00001;
			next <= next_state;
		end
		else if(act == 3'b110)
		begin
			next_state = s2;
			cd <= 00000;
			next <= next_state;
		end
		else if(act == 3'b111)
		begin
			next_state = s2;
			cd <= 00000;
			next <= next_state;
		end
	end
	s3:
	begin
		if(act == 3'b000)
		begin
			next_state = s3;
			cd <= 00000;
			next <= next_state;
		end
		else if(act == 3'b001)
		begin
			next_state = s4;
			cd <= 00000;
			next <= next_state;
		end
		else if(act == 3'b010)
		begin
			next_state = s5;
			cd <= 00000;
			next <= next_state;
		end
		else if(act == 3'b011)
		begin
			next_state = s0;
			cd <= 01100;
			next <= next_state;
		end
		else if(act == 3'b100)
		begin
			next_state = s3;
			cd <= 00000;
			next <= next_state;
		end
		else if(act == 3'b101)
		begin
			next_state = s1;
			cd <= 00001;
			next <= next_state;
		end
		else if(act == 3'b110)
		begin
			next_state = s0;
			cd <= 00010;
			next <= next_state;
		end
		else if(act == 3'b111)
		begin
			next_state = s3;
			cd <= 00000;
			next <= next_state;
		end
	end
	s4:
	begin
		if(act == 3'b000)
		begin
			next_state = s4;
			cd <= 00000;
			next <= next_state;
		end
		else if(act == 3'b001)
		begin
			next_state = s5;
			cd <= 00000;
			next <= next_state;
		end
		else if(act == 3'b010)
		begin
			next_state = s6;
			cd <= 00000;
			next <= next_state;
		end
		else if(act == 3'b011)
		begin
			next_state = s0;
			cd <= 10000;
			next <= next_state;
		end
		else if(act == 3'b100)
		begin
			next_state = s4;
			cd <= 00000;
			next <= next_state;
		end
		else if(act == 3'b101)
		begin
			next_state = s2;
			cd <= 00001;
			next <= next_state;
		end
		else if(act == 3'b110)
		begin
			next_state = s1;
			cd <= 00010;
			next <= next_state;
		end
		else if(act == 3'b111)
		begin
			next_state = s0;
			cd <= 00011;
			next <= next_state;
		end
	end
	s5:
	begin
		if(act == 3'b000)
		begin
			next_state = s5;
			cd <= 00000;
			next <= next_state;
		end
		else if(act == 3'b001)
		begin
			next_state = s6;
			cd <= 00000;
			next <= next_state;
		end
		else if(act == 3'b010)
		begin
			next_state = s7;
			cd <= 00000;
			next <= next_state;
		end
		else if(act == 3'b011)
		begin
			next_state = s0;
			cd <= 10100;
			next <= next_state;
		end
		else if(act == 3'b100)
		begin
			next_state = s5;
			cd <= 00000;
			next <= next_state;
		end
		else if(act == 3'b101)
		begin
			next_state = s3;
			cd <= 00001;
			next <= next_state;
		end
		else if(act == 3'b110)
		begin
			next_state = s2;
			cd <= 00010;
			next <= next_state;
		end
		else if(act == 3'b111)
		begin
			next_state = s1;
			cd <= 00011;
			next <= next_state;
		end
	end
	s6:
	begin
		if(act == 3'b000)
		begin
			next_state = s6;
			cd <= 00000;
			next <= next_state;
		end
		else if(act == 3'b001)
		begin
			next_state = s7;
			cd <= 00000;
			next <= next_state;
		end
		else if(act == 3'b010)
		begin
			next_state = s7;
			cd <= 00100;
			next <= next_state;
		end
		else if(act == 3'b011)
		begin
			next_state = s0;
			cd <= 11000;
			next <= next_state;
		end
		else if(act == 3'b100)
		begin
			next_state = s6;
			cd <= 00000;
			next <= next_state;
		end
		else if(act == 3'b101)
		begin
			next_state = s4;
			cd <= 00001;
			next <= next_state;
		end
		else if(act == 3'b110)
		begin
			next_state = s3;
			cd <= 00010;
			next <= next_state;
		end
		else if(act == 3'b111)
		begin
			next_state = s2;
			cd <= 00011;
			next <= next_state;
		end
	end
	s7:
	begin
		if(act == 3'b000)
		begin
			next_state = s7;
			cd <= 00000;
			next <= next_state;
		end
		else if(act == 3'b001)
		begin
			next_state = s7;
			cd <= 00100;
			next <= next_state;
		end
		else if(act == 3'b010)
		begin
			next_state = s7;
			cd <= 01000;
			next <= next_state;
		end
		else if(act == 3'b011)
		begin
			next_state = s0;
			cd <= 11100;
			next <= next_state;
		end
		else if(act == 3'b100)
		begin
			next_state = s7;
			cd <= 00000;
			next <= next_state;
		end
		else if(act == 3'b101)
		begin
			next_state = s5;
			cd <= 00001;
			next <= next_state;
		end
		else if(act == 3'b110)
		begin
			next_state = s4;
			cd <= 00010;
			next <= next_state;
		end
		else if(act == 3'b111)
		begin
			next_state = s3;
			cd <= 00011;
			next <= next_state;
		end
	end
	default : next_state = s0;
	endcase  
end  
endmodule
```
`flow/run.sh`:
```
#!/bin/bash
# OpenROAD 26Q1-2900-gdf79404cd8, Yosys 0.63+post, stock flow scripts
make -C /OpenROAD-flow-scripts/flow DESIGN_CONFIG=/design/flow/config.mk WORK_HOME=/design/flow/orfs finish
```
==> flow_summary.ini <==
; generated from flow reports
[critical_path]
cp_slowest_cell = dfxtp_1
worstPathArrival_ps = 1600
crit_fanout = 12
end_kind = flip-flop
r2r_end = next[1]
criticalPathCategory = flip-flop to flip-flop
critPathRequiredTime_ps = 1680
critPathLaunchType = flip-flop
slowest_delay_ps = 560
r2r_start = next_state[0]
reg2reg_slack_ps = 80
r2r.worst_path.cells = 4
crit_buf_inv = 0
crit_family = flip-flops
crit_path_cell_trace = and4bb_1, a21oi_1, a311oi_2, a211o_1

[hold_path]
hold_start = act[1]
whs_path_depth = 3
whs_endpoint = cd[1]
hp-class = primary input to flip-flop

[global_routing]
grtUsageTotal = 0.0521
first_global_vias = 746
grt.overflow.total = 0
antenna_found_initial = 0
grt_max_degree = 13
grt_first_pass_wirelength_mm = 3.29

[finish]
fin_util = 0.289
final_common_cell = buf_4
fillers = 409
syn_to_final_growth_pct = 44.5
drive_above_1_share = 0.202
final_cell_mix = buf_4 (18), nand2_1 (9), clkdlybuf4s50_1 (9)

[die]
die-width_um = 84
dieHeight_um = 84
core-area_um2 = 3970
ioPinCount = 13
fp_util = 0.200
chipArea_um2 = 7060
rows = 23

[synth]
ff_type = edfxtp_1
synthArstFlopShare = 0
ys_seq_share = 0.379
synthCells = 91
yosys_cells = 91
edf_count = 8
syn_avg_cell_area_um2 = 8.72
yosysWarnings = 1
ys_seq_elements = 11
yosysChipArea_um2 = 793
ys_types = 36
synth.cell_area_um2 = 793

[clocking]
path_clk_slew_ps = 50
clk_latency_ps = 230
cts_inserted_buffers = 3
cts_hold_buf = 0
cts_root_buf = clkbuf_8
clock-sinks = 11
clockBufferDepth = 2
cts_tree = done
htreeDepth = 1

[sta]
slew_violations = 0
period_used_share = 0.950
final.setup.worst_slack_ps = 84.4
clock.fmax_ghz = 0.619
rsz0062_at_grt = no
skew_ps = 1.84
hold_viol_final = 0
setup_viol = 0
finalSetupTns_ps = 0
period_minus_slack_ps = 1620

[outcome]
status = completed

[power]
power_leakage_nw = 0.466
max-vdd-ir-drop_v = 0.000189
power_density_nw_per_um2 = 658
p_total_mw = 0.754

[placed_design]
dpl.hpwl_mm = 1.46
io_buffers = 12
routabilityCongestion = 0.946
place_ws_ps = -258

[route]
wl_mm = 1.91
via_per_inst = 4.72
detail_route.wl_per_cell_um = 11.0
ant_nets = 0
drtIter0Drc = 43
vias = 821
antenna_cells = 0
route.detailed.drc = 0
drt-pass1-iter-count = 7

[job]
cap_violations = 0
tool_warnings = 25
[tightest hold or removal path, stage by stage]
cell and delay [ps]:
dlymetal6s2s_1 150, buf_6 150, and4_1 180
[power breakdown]
group / internal [mW] / leakage [nW] / switching (mW)
Clock: 0.164 / 0.0228 / 0.0922
Combinational: 0.0926 / 0.337 / 0.0788
Sequential: 0.306 / 0.107 / 0.0202
Total: 0.563 / 0.466 / 0.191
[flip-flops by register name, summed over array words and instances, names as in the netlist]
register and cells:
cd 5, next 3, next_state 3
[metrics by stage]
step | hold slack, ps | cell area, µm² | std cells
floorplan | 610 | 820 | 98
global placement | 782 | 1080 | 170
detailed placement | 796 | 1080 | 170
CTS | 801 | 1130 | 174
global route | 771 | 1150 | 174
finish | 706 | 1150 | 174
[cell families after synthesis]
group	after synthesis	share of synthesized area
AND/OR/NAND/NOR	34	0.246
AND-OR/OR-AND	30	0.256
buffers and inverters	14	0.103
flip-flops	11	0.379
other	1	0.00473
multiplexers	1	0.0126
[how the worst max path moves through the flow]
stage / start / end / slack [ps] / cells past startpoint
final: next_state[0] / next[1] / 80 / 4
after CTS: act[1] / next[1] / 20 / 5
after global routing: next_state[0] / next[1] / 6 / 4
[synthesized netlist by cell type, types with 3 or more instances]
library cell / number / area (µm²)
nor2b_1: 4 / 25.0
edfxtp_1: 8 / 240
nor4_1: 3 / 18.8
o21ai_0: 4 / 20.0
inv_1: 4 / 15.0
buf_2: 5 / 25.0
nand2_1: 9 / 33.8
a21oi_1: 6 / 30.0
nor3_1: 4 / 20.0
o211ai_1: 4 / 30.0
dfxtp_1: 3 / 60.1
nor2_1: 3 / 11.3
o22ai_1: 3 / 18.8
[layout make-up]
| type | instances | area [µm²] | area share |
|---|---|---|---|
| multi-input combinational | 73 | 449 | 0.392 |
| inverter | 5 | 18.8 | 0.0164 |
| tap | 50 | 62.6 | 0.0546 |
| clock buffer | 4 | 45.0 | 0.0393 |
| sequential | 11 | 300 | 0.262 |
| timing repair buffer | 31 | 270 | 0.236 |
[routing by layer]
| layer | GRT usage | up-vias | part of all wire |
|---|---|---|---|
| met4 | 0.0152 | 0 | 0.018 |
| met2 | 0.0808 | 31 | 0.44 |
| met3 | 0.0148 | 2 | 0.073 |
| li1 | - | 408 | - |
| met5 | 0 | - | 0 |
| met1 | 0.0685 | 380 | 0.47 |
[repair_timing]
action | CTS | global route
setup buffers | 0 | 0
endpoints found under the hold margin | 0 | 0
gates resized | 1 | 5
setup endpoints to repair | 2 | 3
No activity file was given, so power comes from the tool's default toggle rates.
